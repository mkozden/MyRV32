## run.sh

```bash
#!/bin/bash
# OpenROAD 26Q1-2900-gdf79404cd8, Yosys 0.63+post, stock flow scripts
make -C /OpenROAD-flow-scripts/flow DESIGN_CONFIG=/design/flow/config.mk WORK_HOME=/design/flow/orfs finish
```

## config.mk

```make
export PLATFORM = sky130hd
export DESIGN_NAME = ALU
export DESIGN_NICKNAME = ALU
export VERILOG_FILES = /design/flow/design.v
export SDC_FILE = /design/flow/constraint.sdc
export NUM_CORES = 4
export LEC_CHECK = 1
export CORE_UTILIZATION = 30
```

## constraint.sdc

```tcl
current_design ALU

set clk_period 14.1
set clk_io_pct 0.2

create_clock -name clk0 -period $clk_period

set non_clock_inputs [all_inputs -no_clocks]
set_input_delay [expr $clk_period * $clk_io_pct] -clock clk0 $non_clock_inputs
set_output_delay [expr $clk_period * $clk_io_pct] -clock clk0 [all_outputs]
```

## design.v

```verilog
module ALU (
    input logic [31:0] A,
    input logic [31:0] B,
    input logic [4:0] ALUControl,
    output logic [31:0] ALUResult
);
    logic [4:0] shamt;  
    assign shamt = B[4:0];
    logic[15:0] val16_t;
    logic[7:0] val8_t;
    logic[3:0] val4_t;
    logic[15:0] val16_l;
    logic[7:0] val8_l;
    logic[3:0] val4_l;
    logic [1:0] sum2 [15:0];   
    logic [2:0] sum4 [7:0];    
    logic [3:0] sum8 [3:0];    
    logic [4:0] sum16 [1:0];   
    logic [5:0] sum32;         
    genvar i;
    generate
        for (i = 0; i < 16; i = i + 1) begin
            assign sum2[i] = A[2*i] + A[2*i+1];
        end
    endgenerate
    generate
        for (i = 0; i < 8; i = i + 1) begin
            assign sum4[i] = sum2[2*i] + sum2[2*i+1];
        end
    endgenerate
    generate
        for (i = 0; i < 4; i = i + 1) begin
            assign sum8[i] = sum4[2*i] + sum4[2*i+1];
        end
    endgenerate
    generate
        for (i = 0; i < 2; i = i + 1) begin
            assign sum16[i] = sum8[2*i] + sum8[2*i+1];
        end
    endgenerate
    assign sum32 = sum16[0] + sum16[1];
    always_comb begin
        val16_l = 16'b0;
        val8_l = 8'b0;
        val4_l = 4'b0;
        val16_t = 16'b0;
        val8_t = 8'b0;
        val4_t = 4'b0;
        case(ALUControl)
        5'b00000: ALUResult = A + B;  
        5'b00001: ALUResult = A - B;  
        5'b00010: ALUResult = A & B;  
        5'b00011: ALUResult = A | B;  
        5'b00100: ALUResult = A ^ B;  
        5'b00101: ALUResult = A << shamt;  
        5'b00110: ALUResult = A >> shamt;  
        5'b00111: ALUResult = $signed(A) >>> shamt;  
        5'b01000: ALUResult = ($signed(A) < $signed(B)) ? 32'b1 : 32'b0;  
        5'b01001: ALUResult = (A < B) ? 32'b1 : 32'b0;  
        5'b01010: ALUResult = (A == B) ? 32'b1 : 32'b0;  
        5'b01011: ALUResult = (A != B) ? 32'b1 : 32'b0;  
        5'b01100: ALUResult = ($signed(A) >= $signed(B)) ? 32'b1 : 32'b0;  
        5'b01101: ALUResult = (A >= B) ? 32'b1 : 32'b0;  
        5'b01110: ALUResult = A + 4;  
        5'b01111: ALUResult = B;  
        5'b10000: ALUResult = {26'b0, sum32};  
        5'b10001: begin  
            ALUResult[31:6] = 26'b0;  
            if (A == 0) begin
                ALUResult[5:0] = 6'b100000;  
            end else begin
                ALUResult[5] = 1'b0;
                ALUResult[4] = (A[31:16] == 16'b0);  
                val16_l    = ALUResult[4] ? A[15:0] : A[31:16];  
                ALUResult[3] = (val16_l[15:8] == 8'b0);  
                val8_l     = ALUResult[3] ? val16_l[7:0] : val16_l[15:8];
                ALUResult[2] = (val8_l[7:4] == 4'b0);
                val4_l     = ALUResult[2] ? val8_l[3:0] : val8_l[7:4];
                ALUResult[1] = (val4_l[3:2] == 2'b0);
                ALUResult[0] = ALUResult[1] ? ~val4_l[1] : ~val4_l[3];  
            end
        end
        5'b10010: begin  
            ALUResult[31:6] = 26'b0;  
            if (A == 0) begin
                ALUResult[5:0] = 6'b100000;  
            end else begin
                ALUResult[5] = 1'b0;
                ALUResult[4] = (A[15:0] == 16'b0);  
                val16_t    = ALUResult[4] ? A[31:16] : A[15:0];  
                ALUResult[3] = (val16_t[7:0] == 8'b0);  
                val8_t     = ALUResult[3] ? val16_t[15:8] : val16_t[7:0];
                ALUResult[2] = (val8_t[3:0] == 4'b0);
                val4_t     = ALUResult[2] ? val8_t[7:4] : val8_t[3:0];
                ALUResult[1] = (val4_t[1:0] == 2'b0);
                ALUResult[0] = ALUResult[1] ? ~val4_t[3] : ~val4_t[1];  
            end
        end
        default: ALUResult = 32'b0;  
        endcase
    end
endmodule
```

==> impl_metrics.csv <==
group,metric,value,unit
outcome,outcome,"finished, final reports clean",
setup_path,crit_type,"input port to output pin",
placement,io_buffers,101,
final_timing,slew_headroom,35.5,%
yosys,synth_area_per_cell,7.08,sq um
detailed_routing,vias,14000,
placement,dp.cells,2158,
min_path,worstHoldPathType,"input port to output pin",
power_and_ir_drop,irDropWorstVdd,0.0000891,V
power_and_ir_drop,comb_power_share,100.0,%
yosys,synthTopCellsByArea,"ha_1 12%, mux4_2 7.8%, a21oi_1 5.0%",
final_timing,finalMaxSlewViolations,0,
layout,final_util,34.5,%
placement,hpwl,47900,um
final_timing,period_used_share,84.9,%
die,coreArea,37800,sq um
die,fp_util,30.5,%
yosys,ys_cells,1630,
setup_path,endpoint_kind,"output pin",
detailed_routing,antennaDiodeCount,0,
grt,grt_pass1_wl,89800,um
detailed_routing,vias_per_cell,6.48,
detailed_routing,firstDrtPassIters,8,
final_timing,holdWs,6660,ps
setup_path,worst-endpoint-arrival,9140,ps
layout,layoutNonFillerInstCount,2158,
cts,post_cts.repair.setup_buffers,0,
detailed_routing,drtIter0Drc,1650,
die,ios,101,
layout,flop_area,0,sq um
setup_path,cp_data_required_time,11280,ps
cts,cts_resized,0,
final_timing,min_period,11960,ps
die,die_x,198,um
yosys,yosysUniqueCellTypes,101,
power_and_ir_drop,seqPwrFrac,0,%
power_and_ir_drop,p_sw_share,58.6,%
power_and_ir_drop,p_per_area,53.9,nW/um^2
grt,track_usage,31.8,%
power_and_ir_drop,switching_power,0.411,mW
grt,antenna_found_initial,3,
die,rows,71,
die,die_h,198,um
final_timing,grt_setup_unrepaired,"false",
yosys,yosysWarnings,5,
final_timing,setup_tns,0,ps
power_and_ir_drop,cell_internal_pwr,0.291,mW
yosys,most_common_cell,"nor2_1",
grt,grt_max_degree,58,
layout,drive_gt1_share,10.9,%
yosys,ys_top_cells_by_count,"145 x nor2_1, 136 x nand2_1, 122 x inv_1",
layout,syn_to_final_growth,12.8,%
yosys,yosys.stat.seqShare,0,%
yosys,top_area_cell,"ha_1",
final_timing,setup_viol,0,
detailed_routing,post_drt_wl_per_cell,28.5,um
grt,grt_overflow_total,0,
grt,grt_pass1_vias,12900,
cts,ctsHoldBuffers,0,
layout,nClkBuffers,0,
final_timing,hold_violations,0,
placement,globalplace.congestion,1.09,
yosys,yosys_area,11500,sq um
final_timing,tightest_slew,942,ps
yosys,synth_area,11500,sq um
layout,flops,0,
final_timing,max_freq,83.6,MHz
power_and_ir_drop,p_clk_share,0,%
die,die_area,39200,sq um
power_and_ir_drop,p_leak,5.09,nW
job,warnings,99,
detailed_routing,routed_wl,61500,um
detailed_routing,drc_errors,0,
job,drv_cap,0,
setup_path,cp_max_fo,10,
setup_path,start_kind,"input port",
detailed_routing,antenna_left,0,
yosys,syn_inst,1630,
yosys,top_cell_area_share,11.6,%
-- worst paths after layout --
path	from	endpoint	slack, ps	cells past startpoint
max	A[1]	ALUResult[2]	2140	19
min	B[3]	ALUResult[1]	6660	5
-- critical path, stage by stage --
cell	delay (ps)
clkdlybuf4s50_1	770
inv_1	320
fa_1	620
fa_1	440
fa_1	510
fa_1	430
fa_1	510
fa_1	410
inv_1	60
ha_1	170
inv_1	70
fa_1	450
xnor2_1	150
a222oi_1	340
nand3_1	130
a21o_1	160
a221oi_1	210
o21ai_1	150
clkdlybuf4s50_1	430
-- power by group through the flow --
stage     Combinational, mW  Clock (mW)  Sequential (mW)
5_1_grt               0.772           0                0
6_report              0.702           0                0
4_1_cts               0.693           0                0
-- placed cells by master, fill, tap and decap left out, types with 23 or more instances in the layout --
cell / Yosys / layout
ha_1: 107 / 107
buf_4: 7 / 61
nand2_1: 136 / 136
mux4_2: 40 / 40
fa_1: 26 / 26
xnor2_1: 30 / 30
nor3_1: 44 / 43
inv_1: 122 / 122
nor2_1: 145 / 142
o211ai_1: 48 / 48
nand3_1: 35 / 35
clkdlybuf4s50_1: 0 / 97
o21ai_0: 73 / 73
mux2i_1: 54 / 54
mux2_2: 23 / 23
a21oi_1: 115 / 115
a221oi_1: 37 / 37
-- logic make-up after synthesis --
kind of cell | synth area share, %
simple gates | 22.0
fa+ha+maj | 16.1
xor+xnor | 2.51
buf+inv | 9.52
mux | 15.3
compound gates | 34.6
-- metal layers --
metal	vias up	share of wire, %	global-route usage, %
met5	-	0.037	0
met4	4	4.0	9.99
met2	934	42	46.8
met1	6693	42	44.8
met3	138	12	9.48
li1	6207	-	-
-- through the flow --
step	total power, mW	setup WS, ps	cell area (sq um)
3_3_place_gp	0.694	2220	13000
2_1_floorplan	0.464	3600	11500
4_1_cts	0.693	2130	13000
3_5_place_dp	0.689	2150	13000
5_1_grt	0.772	1900	13000
6_report	0.702	2140	13000
-- area by class of cell --
type               instances  area, sq um
inverters                127          477
well taps                511          639
fillers                 3968        24700
repair buffers           160         1440
multi-input cells       1360        10500
Power is estimated from default activity; no workload was simulated.
