--- flow/constraint.sdc ---
current_design LS_Unit

set clk_period 2.4
set clk_io_pct 0.2

create_clock -name clk0 -period $clk_period

set non_clock_inputs [all_inputs -no_clocks]
set_input_delay [expr $clk_period * $clk_io_pct] -clock clk0 $non_clock_inputs
set_output_delay [expr $clk_period * $clk_io_pct] -clock clk0 [all_outputs]
--- flow/config.mk ---
export PLATFORM = sky130hd
export DESIGN_NAME = LS_Unit
export DESIGN_NICKNAME = LS_Unit
export VERILOG_FILES = /design/flow/design.v
export SDC_FILE = /design/flow/constraint.sdc
export NUM_CORES = 4
export LEC_CHECK = 1
export CORE_AREA = 10 10 108 108
export DIE_AREA = 0 0 118 118
--- flow/design.v ---
module LS_Unit (
    input logic [31:0] addr,               
    input logic [31:0] data_in,              
    input logic [31:0] data_in_mem,          
    input logic [2:0] data_size,             
    output logic [31:0] data_out_rf,         
    output logic [31:0] data_out_mem,        
    output logic [3:0] wmask_out             
);
    logic [1:0] addr_alignment;
    assign addr_alignment = addr[1:0];  
    always_comb begin
        case(data_size)
        3'b000: begin  
            if(addr_alignment == 2'h0) begin
                data_out_rf = {{24{data_in_mem[7]}}, data_in_mem[7:0]};
                data_out_mem = {{24{1'b0}}, data_in[7:0]};  
                wmask_out = 4'b0001;
            end 
            else if(addr_alignment == 2'h1) begin
                data_out_rf = {{24{data_in_mem[15]}}, data_in_mem[15:8]};
                data_out_mem = {{16{1'b0}}, data_in[7:0], 8'b0};
                wmask_out = 4'b0010;
            end
            else if(addr_alignment == 2'h2) begin
                data_out_rf = {{24{data_in_mem[23]}}, data_in_mem[23:16]};
                data_out_mem = {{8{1'b0}}, data_in[7:0], 16'b0};
                wmask_out = 4'b0100;
            end
            else if(addr_alignment == 2'h3) begin
                data_out_rf = {{24{data_in_mem[31]}}, data_in_mem[31:24]};
                data_out_mem = {data_in[7:0], 24'b0};
                wmask_out = 4'b1000;
            end
            else begin   
                data_out_rf = 32'h0;  
                data_out_mem = 32'h0;  
                wmask_out = 4'b0000;  
            end
        end
        3'b001: begin  
            if(addr_alignment == 2'h0) begin
                data_out_rf = {{16{data_in_mem[15]}}, data_in_mem[15:0]};
                data_out_mem = {{16{1'b0}}, data_in[15:0]};
                wmask_out = 4'b0011;
            end
            else if(addr_alignment == 2'h2) begin
                data_out_rf = {{16{data_in_mem[31]}}, data_in_mem[31:16]};
                data_out_mem = {data_in[15:0], {16{1'b0}}};
                wmask_out = 4'b1100;
            end
            else begin   
                data_out_rf = 32'h0;  
                data_out_mem = 32'h0;  
                wmask_out = 4'b0000;  
            end
        end
        3'b010: begin  
            data_out_rf = data_in_mem;
            data_out_mem = data_in;
            wmask_out = 4'b1111;
        end
        3'b100: begin  
            if(addr_alignment == 2'h0) begin
                data_out_rf = {{24{1'b0}}, data_in_mem[7:0]};
                data_out_mem = {{24{1'b0}}, data_in[7:0]};
                wmask_out = 4'b0001;
            end 
            else if(addr_alignment == 2'h1) begin
                data_out_rf = {{24{1'b0}}, data_in_mem[15:8]};
                data_out_mem = {{16{1'b0}}, data_in[7:0], 8'b0};
                wmask_out = 4'b0010;
            end
            else if(addr_alignment == 2'h2) begin
                data_out_rf = {{24{1'b0}}, data_in_mem[23:16]};
                data_out_mem = {{8{1'b0}}, data_in[7:0], 16'b0};
                wmask_out = 4'b0100;
            end
            else if(addr_alignment == 2'h3) begin
                data_out_rf = {{24{1'b0}}, data_in_mem[31:24]};
                data_out_mem = {data_in[7:0], 24'b0};
                wmask_out = 4'b1000;
            end
            else begin   
                data_out_rf = 32'h0;  
                data_out_mem = 32'h0;  
                wmask_out = 4'b0000;  
            end
        end
        3'b101: begin  
            if(addr_alignment == 2'h0) begin
                data_out_rf = {{16{1'b0}}, data_in_mem[15:0]};
                data_out_mem = {{16{1'b0}}, data_in[15:0]};
                wmask_out = 4'b0011;
            end
            else if(addr_alignment == 2'h2) begin
                data_out_rf = {{16{1'b0}}, data_in_mem[31:16]};
                data_out_mem = {data_in[15:0], {16{1'b0}}};
                wmask_out = 4'b1100;
            end
            else begin   
                data_out_rf = 32'h0;  
                data_out_mem = 32'h0;  
                wmask_out = 4'b0000;  
            end
        end
        default: begin
            data_out_rf = data_in_mem;
            data_out_mem = data_in;
            wmask_out = 4'b1111;
        end
        endcase
    end
endmodule
--- flow/run.sh ---
#!/bin/bash
# OpenROAD 26Q1-2900-gdf79404cd8, Yosys 0.63+post, stock flow scripts
make -C /OpenROAD-flow-scripts/flow DESIGN_CONFIG=/design/flow/config.mk WORK_HOME=/design/flow/orfs finish
==> Slide: Implementation Results <==
Implementation Results

Status
  – Outcome: finished, final reports clean

Cells and area
  – Relative area change from synthesis to final layout: 170.8%
  – Flip-flop and latch area: 0 sq um
  – Number of filler instances in the final layout: 971
  – Proportion of layout cells with a drive suffix above 1: between 20% and 30%
  – Total of clock buffers placed in the layout: 0
  – Flop count: 0

Die
  – Core outline area: 0.009284 sq mm
  – Std cell rows: 35
  – Die Height: between 100 and 150 um
  – Number of ports placed on the die boundary: 167
  – Overall die width: about 120 um
  – Die area: 0.01392 sq mm
  – Starting utilization of the core area: 12.47%

Job
  – Tool warnings: 63
  – Max Cap Viol: 0

Timing
  – Transition at the pin with the smallest max-transition slack: 0.2639 ns
  – Final critical-path share of the clock period: between 90% and 100%
  – Setup repair after global routing missed its margin: false
  – Endpoints failing setup: 0
  – Final TNS setup: 0 ns
  – Final worst slack: 0.04282 ns
  – F_max: 0.4242 GHz
  – Final critical path time including I/O delays and setup: 2.357 ns
  – Pins over their slew limit: 0
  – Max_slew headroom: 81.91%
  – Hold violation count in the final report: 0

Critical path
  – Slowest cell on the critical path: mux4_2
  – Most repeated library cell on the critical path: dlygate4sd2_1
  – Element type at the critical path start: primary input
  – Slowest Stage Delay on Critical Path: approximately 0.5 ns
  – Sort of element at the end of the critical path: output pin
  – Kind of critical path: in2out
  – Endpoint required time on the critical path: 1.92 ns
  – Crit-path cells: dlygate4sd2_1 -> mux4_2 -> nand2_4 -> buf_12 -> buf_6 -> nand3_1 -> dlygate4sd2_1
  – Max Fanout on Critical Path: 4
  – Timing startpoint of the critical path: data_in_mem[23]
  – Arrival time at the worst endpoint: 1.88 ns

Power and ir drop
  – Clock network fraction of design power: 0%
  – Leakage power figure: 0.001494 uW
  – Power Internal: between 300 and 400 uW
  – P per Cell Area: 166.3 mW/mm^2
  – Max IR drop VDD: 90.27 uV
  – Logic gate share of total power: 100.0%
  – Portion of total power attributed to sequential cells: 0%
  – Switching power total: 179.4 uW
  – Switching power share of the total: 34.42%

Hold path
  – Type of the worst min-delay path: in2out
  – Source of the worst hold timing path: data_in_mem[24]

Drt
  – Number of vias per cell: 4.185
  – Per-cell routed wire length: 16.78 um
  – Number of detailed-routing iterations run before antenna repair: 6
  – # DRC: 0
  – Via count: 1,967
  – ANT nets after route: 0
  – Drt initial violations: 107
  – Total length of routed wires: around 8000 um
  – Antenna diode instance count: 0

Global routing
  – First-pass GRT wire length: 12,100 um
  – Pin count of the biggest net entering global routing: 23
  – GRT Overall Usage: 10.62%
  – Total congestion overflow: 0
  – Via count of the first global-routing pass: approximately 2.0k
  – Antenna violations before repair: 0

Synth
  – Cell variety after synth: 33
  – Ranking of synthesized cells by area: a22o_1 12%, a221o_1 11%, nand2_1 9.1%, and2_1 8.6%, mux2i_1 6.9%
  – Synthesis Warnings: 1
  – Syn_area_per_cell: between 6 and 7 sq um
  – Cell count after synthesis: 168
  – Top cell type by instance count after synthesis: nand2_1
  – Yosys cell count: 168
  – Sequential share of the synthesized area: 0%
  – Leading cell types by count after synthesis: 28 x nand2_1, 16 x a22o_1, 16 x and2_1, 16 x nand3_1, 13 x a221o_1
  – Cell accounting for the most synthesized area: a22o_1
  – Share of Yosys cell area claimed by the top area cell type: about an eighth
  – Chip Area, Yosys: 0.001157 sq mm
  – Synth Cell Area: 0.001157 sq mm

Placement
  – Number of port buffers: between 100 and 150
  – GP Congestion: 0.8012
  – Post-DP HPWL: between 6000 and 7000 um
  – Worst setup timing slack at the placement stage: -0.4727 ns
## power groups by stage
| stage | clock, uW | sequential (uW) | combinational (uW) |
|---|---|---|---|
| 4_1_cts | 0 | 0 | 522 |
| 5_1_grt | 0 | 0 | 568 |
| 6_report | 0 | 0 | 521 |
## cells by family after synthesis
family | synth area share (%)
simple gates | 38.16
compound gates | 40.65
mux | 9.838
xor+xnor | 0.7569
buf+inv | 10.59
## layout by cell type (no fill, tap or decap), types with 5 or more instances in the layout
cell type,n
o211ai_1,8
a22oi_1,9
a22o_1,16
a221o_1,13
nand2_1,28
and2_1,16
clkdlybuf4s50_1,79
dlygate4sd2_1,29
buf_6,5
dlymetal6s2s_1,8
mux2i_1,5
nand3_1,16
nor2_4,6
clkdlybuf4s15_1,13
buf_4,44
buf_12,5
## worst max-delay path, delay by kind of cell
| kind | cells | cell delay [ns] |
|---|---|---|
| AND/OR/NAND/NOR | 2 | 0.20 |
| multiplexers | 1 | 0.50 |
| buffers and inverters | 4 | 0.70 |
## stage by stage
step                      total power, uW  hold slack (ns)  area, sq um  std cells  util, %
after floorplan                     145.7            1.027         1157        168        -
after global placement              526.7            1.918         2872        449    30.93
after detailed placement            528.7            1.922         2872        449    30.93
after CTS                           522.5            1.454         3057        466    32.92
after global routing                567.9            1.489         3134        470    33.76
final                               521.1            1.436         3134        470    33.76
## area by class of cell
type / instances / area (sq um) / share of cell area [%]
multi-input combinational: 149 / 1116 / 35.61
inverter: 1 / 3.754 / 0.1198
tap: 129 / 161.4 / 5.150
timing repair buffer: 191 / 1853 / 59.12
## routing by layer
layer  vias up  global-route usage [%]  wire length, um
met1       894                   13.66             3530
met4         0                   1.159               93
met3         6                   2.479              512
li1        995                       -                -
met5         -                       0                0
met2        72                   18.08             3749
## worst paths after layout
kind,slack (ns),to,cells past startpoint
worst max-delay path,0.04,data_out_rf[16],7
worst min-delay path,1.44,data_out_rf[24],4
## timing repair
item	CTS	global route
hold endpoints to repair	0	0
resized	91	26
pin swaps	18	9
gates cloned	3	0
hold buffers	0	0
endpoints found under the setup margin	68	23
setup buffers	14	5
Power figures rest on the tool's default switching activity, not on a simulated workload.
